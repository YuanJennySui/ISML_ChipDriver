===== flow/design.v =====
`timescale 1ns / 1ps
module AddrMultiplexer(
    input sw_cha0_sel3,
    input sw_cha0_sel2,
    input sw_cha0_sel1,
    input sw_cha0_sel0,
    input sw_cha1_sel3,
    input sw_cha1_sel2,
    input sw_cha1_sel1,
    input sw_cha1_sel0,
    input [3:0]select,
    output reg sel3,
    output reg sel2,
    output reg sel1,
    output reg sel0
    );
    always @( sw_cha0_sel3 or sw_cha0_sel2 or sw_cha0_sel1 or sw_cha0_sel0 or sw_cha1_sel3 or sw_cha1_sel2 or sw_cha1_sel1 or sw_cha1_sel0 or select )begin
        case( select )
            0 : begin
                sel3 = sw_cha0_sel3;
                sel2 = sw_cha0_sel2;
                sel1 = sw_cha0_sel1;
                sel0 = sw_cha0_sel0;
            end
            1 : begin
                sel3 = sw_cha1_sel3;
                sel2 = sw_cha1_sel2;
                sel1 = sw_cha1_sel1;
                sel0 = sw_cha1_sel0;
            end
        endcase
    end
endmodule
`timescale 1ns / 1ps
module ChaMultiplexer(
    input [7:0]resetVal,
    input [7:0]data0,
    input [7:0]data1,
    input [3:0]select,
    output reg [7:0] result
    );
    always @( resetVal or data0 or data1 or select )begin
        case( select )
            0 : result = resetVal;
            1 : result = data0;
            2 : result = data1;
        endcase
    end
endmodule
`timescale 1ns / 1ps
module DinMultiplexer(
    input [7:0]data,
    input [2:0]select,
    output reg result
    );
    always @( data or select )begin
        case( select )
            1 : result = data[0];
            2 : result = data[1];
            3 : result = data[2];
            4 : result = data[3];
            5 : result = data[4];
            6 : result = data[5];
            7 : result = data[6];
            0 : result = data[7];
        endcase
    end
endmodule
`timescale 1ns / 1ps
module Driver3(
    input clk_in,
    input bt_res,
    input sw_cha0_sel3,
    input sw_cha0_sel2,
    input sw_cha0_sel1,
    input sw_cha0_sel0,
    input sw_cha1_sel3,
    input sw_cha1_sel2,
    input sw_cha1_sel1,
    input sw_cha1_sel0,
    output resn,
    output enable, 
    output clk_out,
    output serial_din,
    output sel3,
    output sel2,
    output sel1,
    output sel0,
    output reg en_sig,
    output reg [31:0] cycleCounter,
    output reg count2,
    output reg [3:0] adrSelect,
    output reg [3:0] chaSelect,
    output reg [2:0] dinSelect,
    output reg [7:0] cha0Data,
    output reg [7:0] cha1Data,
    output [7:0] dinData,
    output reg res_sig,
    output reg res_started,
    output reg res_finished,
    output reg res_second
    );
    reg [31:0] cycle = 250;
    reg [7:0] chaNum = 2;
    reg [7:0] resetVal = 8'b11111111;
    reg [7:0] biVal1 = 8'b11111111;
    reg [7:0] biVal2 = 8'b11111110;
    assign resn = res_sig;
    assign enable = en_sig;
    assign clk_out = ~clk_in & (en_sig || res_started);
    AddrMultiplexer addrMux(.sw_cha0_sel3(sw_cha0_sel3),
                            .sw_cha0_sel2(sw_cha0_sel2),
                            .sw_cha0_sel1(sw_cha0_sel1),
                            .sw_cha0_sel0(sw_cha0_sel0),
                            .sw_cha1_sel3(sw_cha1_sel3),
                            .sw_cha1_sel2(sw_cha1_sel2),
                            .sw_cha1_sel1(sw_cha1_sel1),
                            .sw_cha1_sel0(sw_cha1_sel0),
                            .select(adrSelect),
                            .sel3(sel3),
                            .sel2(sel2),
                            .sel1(sel1),
                            .sel0(sel0)); 
    ChaMultiplexer chaMux(.resetVal(resetVal),
                            .data0(cha0Data),
                            .data1(cha1Data),
                            .select(chaSelect),
                            .result(dinData));
    DinMultiplexer dinMux(.data(dinData),
                        .select(dinSelect),
                        .result(serial_din));
    initial begin
        en_sig = 1;
        cycleCounter = 1;
        count2 = 1;
        adrSelect = 0;
        dinSelect = 1;
        chaSelect = 1;
        cha0Data = biVal1;
        cha1Data = biVal2;
        res_sig = 1;
        res_started = 0;
        res_finished = 0;
        res_second = 0;
    end
    always@(posedge clk_in) begin
        if(bt_res == 1 && res_started == 0 && res_finished == 0) begin
            res_sig <= 0;
            res_started <= 1;
            res_finished <= 0;
            res_second <= 0;
            dinSelect <= 0;
            chaSelect <= 0;
            en_sig <= 0;
        end 
        else if(res_sig == 0 && res_started == 1 && res_finished == 0) begin
            res_sig <= 1;
            res_started <= 1;
            res_finished <= 0;
            res_second <= 0;
            dinSelect <= dinSelect +1;
        end
        else if(dinSelect != 0 && res_started == 1 && res_finished == 0) begin
            dinSelect <= dinSelect +1;
        end
        else if(dinSelect == 0 && res_second == 0 && res_started == 1 && res_finished == 0) begin
            res_sig <= 1;
            res_started <= 1;
            res_finished <= 0;
            res_second <= 1;
            dinSelect <= dinSelect +1;
        end
        else if(dinSelect == 0 && res_second == 1 && res_started == 1 && res_finished == 0) begin
            res_sig <= 1;
            res_started <= 1;
            res_finished <= 1;
            res_second <= 0; 
        end
        else if(bt_res == 1 && res_started == 1 && res_finished == 1) begin
            res_sig <= 1;
            res_started <= 1;
            res_finished <= 1;
            res_second <= 0;
        end
        else if(bt_res == 0 && res_started == 1 && res_finished == 1) begin
            en_sig <= 1;
            cycleCounter <= 1;
            adrSelect <= 0;
            dinSelect <= 1;
            chaSelect <= 1;
            res_sig <= 1;
            res_started <= 0;
            res_finished <= 0;
            res_second <= 0;
        end
        else if(res_started == 0 && res_finished == 0 && dinSelect == 0 && cycleCounter < chaNum) begin
            adrSelect <= cycleCounter[3:0];
            chaSelect <= cycleCounter[3:0] +1;
            cycleCounter <= cycleCounter +1;
            dinSelect <= dinSelect +1;
        end
        else if(res_started == 0 && res_finished == 0 && dinSelect == 0 && cycleCounter != cycle && count2 == 0) begin
            adrSelect <= 0;
            chaSelect <= 1;
            cha0Data = biVal1;
            cha1Data = biVal2;
            cycleCounter <= cycleCounter +1;
            dinSelect <= dinSelect +1;
        end
        else if(res_started == 0 && res_finished == 0 && dinSelect == 0 && cycleCounter != cycle && count2 == 1) begin
            adrSelect <= 0;
            chaSelect <= 1;
            cha0Data = biVal2;
            cha1Data = biVal1;
            cycleCounter <= cycleCounter +1;
            dinSelect <= dinSelect +1;
        end
        else if(res_started == 0 && res_finished == 0 && dinSelect == 0 && cycleCounter == cycle) begin
            count2 <= ~count2;
            cycleCounter <= 1;
            dinSelect <= dinSelect +1;
        end
        else if(res_started == 0 && res_finished == 0) begin
            dinSelect <= dinSelect +1;
        end   
    end 
endmodule

===== flow/run.sh =====
#!/bin/bash
# OpenROAD 26Q1-2900-gdf79404cd8, Yosys 0.63+post, stock flow scripts
make -C /OpenROAD-flow-scripts/flow DESIGN_CONFIG=/design/flow/config.mk WORK_HOME=/design/flow/orfs finish

===== flow/config.mk =====
export PLATFORM = sky130hd
export DESIGN_NAME = Driver3
export DESIGN_NICKNAME = Driver3
export VERILOG_FILES = /design/flow/design.v
export SDC_FILE = /design/flow/constraint.sdc
export NUM_CORES = 4
export LEC_CHECK = 1
export CORE_UTILIZATION = 30
export SYNTH_HDL_FRONTEND = slang

===== flow/constraint.sdc =====
current_design Driver3

set clk_period 6.5
set clk_io_pct 0.2

create_clock -name clk0 -period $clk_period [get_ports {clk_in}]

set non_clock_inputs [all_inputs -no_clocks]
set_input_delay [expr $clk_period * $clk_io_pct] -clock clk0 $non_clock_inputs
set_output_delay [expr $clk_period * $clk_io_pct] -clock clk0 [all_outputs]

==> results.txt <==
Numbers from the implementation run.

The run finished with clean final reports. The cell resize tally after clock tree synthesis is 0. The placeable core area is approximately 9800 sq um.

The die is roughly 100 microns wide. The via count of the first global-routing pass is between 2k and 2.5k. IR analysis of the VDD net gives a maximum drop of 0.000120 V. The final design instance area without fill is between 3000 and 4000 sq um. The data required time at the worst endpoint is roughly 5.2 ns. The switching component of the power is between 0.0003 and 0.0004 W.

The number of ports placed on the die boundary is between 90 and 100. The routed wirelength on the met1 layer is recorded as 3200 microns. The registers of the reported paths see a clock transition of ~0.09 ns. The pre-antenna-repair detailed-routing pass consisted of 4 iterations. The count of endpoints without a timing constraint is 10.

The chip area line in the Yosys stat output reads a little over 3000 sq um. The timer found 5 register pins that no clock reaches; their paths are not timed. The post-synthesis sequential element count is between 50 and 60. The pin count of the biggest net entering global routing is 33. The buffer_ports step reported a buffer count of approximately 70.

The number of DRC violations after detailed-routing iteration 0 is between 100 and 150. The final max-slew violation count recorded for this run is 0. Summing every instance area after synthesis gives slightly above 3000 sq um. The area growth from synthesis to layout is 29.3%.

The cell count after synthesis came out at a little over 300. Setup repair after global routing left no endpoint under its margin. Buffers inserted to repair hold after CTS numbered 0.

Per the detail_route log, met3 wirelength is ~400 microns. The data arrival time reported for the critical path is about 4.0 ns. The share of post-route cells with drive strength above 1 is 0.0749.

Per the OpenROAD floorplan log, the area of the die is about 10,000 sq um. After detailed routing, the number of remaining DRC violations is 0. TritonCTS built the clock tree. The count of library flops with an enable pin is 39. The post-place setup slack is around 1.4 ns.

The maximum net fanout on the critical path is 2. The finished layout reports a core utilization of 0.400. Once placement finished, the instance area stood at 3770 sq um. Sorting the synthesized cells by how often they occur yields 42 x nor2_1, 39 x edfxtp_1, 23 x buf_4. STA classifies the critical path startpoint as a clock port. The dominant register cell is edfxtp_1. The initial core utilization is 0.309. The worst setup path is captured at a primary output. The weighted congestion at the end of routability-driven global placement is around 0.83.

The last timing report of the flow puts the setup violation total at 0. Summed over all failing endpoints, the final setup total negative slack is 0 ns. The highest metal layer used by the detailed router is met4. After detailed routing, the met2 layer carries a little over 3000 microns of wire. The first-pass GRT wire length is 10,600 microns.

The site row count is 36. The count of instantiated cells in the yosys netlist is between 300 and 400. After layout, the setup clock skew is reported as roughly 0.0081 ns. The fraction of synthesis flops using an asynchronous set or reset pin is 0. In this run the mean area of a mapped cell was between 9 and 10 sq um. The class of the most critical setup path is clk2out. The number of setup buffers added after CTS is 0.

In this run, distinct cell masters in the synthesized netlist total about 44. The most frequently used library cell after synthesis is nor2_1. Of the total power, registers draw 0.464. Summed over all cells, the static leakage comes to 1.39 nW. After detailed routing, the number of vias per cell comes to roughly 4.7. The number of antenna violations at the first check in global routing is 0. The remaining max-slew budget at the tightest pin is 0.541.

0 antenna diodes ended up in the layout. The total number of vias is between 2k and 2.5k. In the final report, the number of hold violations comes to 0. Internal power comes to around 0.00082 W. The number of maximum-capacitance violations is 0. The fraction of power spent switching nets is 0.321. As reported, the later end of the worst-skew pair has a clock insertion delay of slightly above 0.4 ns. Per the detail_route report, routed wire per instance is 13.3 microns. Across every metal layer, demand over resource in global routing totals 0.132. The min-delay analysis places its worst path in the category reg2reg.

The final setup slack of the worst path is 1.18 ns. Of the post-synthesis cell area, the dominant cell type holds 0.388. The tally of OpenROAD warnings is 32.

Summed over all nets, the half-perimeter wirelength after detailed placement is around 4800 microns. According to the floorplan report, the die height is between 100 and 150 microns. Sorting the Yosys area breakdown by cell type puts at the top edfxtp_1. The post-detailed-route count of antenna-violating nets is 0.

The total of warnings raised by yosys is 0. In the post-synthesis netlist, the biggest area contributors are edfxtp_1 39%, dfxtp_1 8.0%, buf_4 5.7%. Per the summary, power density relative to cell area is 310 nW/um^2.

At the pin with the least slew margin, the transition time is between 0.6 and 0.7 ns. The logic gate share of total power is 0.324. The residual overflow from global routing is 0. The final wirelength is ~6800 microns.

The clock network power share is 0.212.
sequential cells by signal, summed over array words and instances, names as in the netlist, 3 cells and up:
name,cells
adrSelect,4
chaSelect,4
cycleCounter,32
dinSelect,3
cell usage in the layout (no fill, tap or decap), types with 2 or more instances in the layout:
| cell | instances |
|---|---|
| or3_1 | 4 |
| mux2_2 | 4 |
| dlxtp_1 | 5 |
| xor2_1 | 13 |
| and4_1 | 4 |
| nor4_1 | 14 |
| a211oi_1 | 3 |
| a21oi_2 | 2 |
| clkdlybuf4s50_1 | 69 |
| a21oi_1 | 8 |
| conb_1 | 24 |
| and2_1 | 3 |
| a32oi_1 | 2 |
| nor3_1 | 10 |
| clkbuf_8 | 9 |
| and3_1 | 4 |
| nor2b_1 | 3 |
| xnor2_1 | 15 |
| edfxtp_1 | 39 |
| buf_4 | 3 |
| nand3_1 | 15 |
| ha_1 | 8 |
| o21ai_0 | 4 |
| nor2_1 | 42 |
| nand2_1 | 15 |
| or2_2 | 2 |
| inv_1 | 14 |
| nand4_1 | 8 |
| dfxtp_1 | 12 |
final timing paths:
check / startpoint / to / slack, ns / depth (start not counted)
setup / recovery: clk_in / clk_out / 1.18 / 4
hold / removal: en_sig$_SDFFE_PP0P_ / en_sig$_SDFFE_PP0P_ / 0.53 / 2
setup reg to reg: cycleCounter[7]$_SDFFCE_PP0P_ / cycleCounter[30]$_SDFFCE_PP0P_ / 3.75 / 5
hold reg to reg: en_sig$_SDFFE_PP0P_ / en_sig$_SDFFE_PP0P_ / 0.53 / 2
power by group through the flow:
| stage | logic (W) | clock network [W] | registers, W |
|---|---|---|---|
| 4_1_cts | 0.000399 | 0.000266 | 0.000563 |
| 5_1_grt | 0.000440 | 0.000279 | 0.000580 |
| 6_report | 0.000393 | 0.000257 | 0.000562 |
metrics by stage:
step | instances | total power, W | hold slack (ns)
6_report | 507 | 0.00121 | 0.527
5_1_grt | 507 | 0.00130 | 0.561
3_5_place_dp | 496 | 0.000979 | 0.515
3_3_place_gp | 496 | 0.000975 | 0.501
4_1_cts | 507 | 0.00123 | 0.532
2_1_floorplan | 325 | 0.000749 | 0.465
final cells by class:
class	count	area, sq um
fill	941	5870
sequential	56	1490
multi-input combinational	221	1350
timing repair buffer	71	703
tap	133	166
clock buffer	10	134
inverter	14	52.6
clock inverter	2	15.0
layer usage:
metal | up-vias | track usage
met5 | - | 0
met4 | 0 | 0.0231
met3 | 7 | 0.0250
met2 | 87 | 0.203
met1 | 1104 | 0.205
li1 | 1170 | -
kinds of logic (layout without fill, tap and decap cells):
group,after synthesis,after routing,synth area share
simple gates,132,132,0.229
buf+inv,48,97,0.0923
xor+xnor,28,28,0.0812
latches,5,5,0.0248
other cells,2,24,0.00249
mux,4,4,0.0149
compound gates,24,24,0.0518
flops,51,51,0.467
fa+ha+maj,9,9,0.0364
worst max-delay path, stage by stage:
cell             delay (ns)
clkbuf_8               0.11
clkbuf_8               0.12
nor2_1                 0.09
clkdlybuf4s50_1        0.46
Power figures rest on the tool's default switching activity, not on a simulated workload.
